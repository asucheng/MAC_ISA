==> design/flow/design.v <==
module ISA(
    Clk,
    Inputs,
    en,
    rst,
    skip,
    Control_out
    );
    parameter bit_depth  = 32;
    parameter log_port_depth  = 8;
    input Clk;
    input rst;
    input skip;
    input [(bit_depth-1):0] Inputs;
    input en;
    output [(8-1):0] Control_out;
    wire [(bit_depth-1):0] reg_out;
    wire [(log_port_depth-1):0] decode_out;
    wire [(log_port_depth-1):0] counter_out;
    wire skip_NAND;
    wire skip_OR;
    wire rst_OR;
    wire [(8-1):0] rom_out;
    regmn reg1(.clk_n(Clk), .rst(rst), .inputs(Inputs), .outputs(reg_out[(bit_depth-1):0]));
    decoder decode1(.sel(reg_out[(bit_depth-1):(bit_depth-3)]), .dout(decode_out[(log_port_depth-1):0]));
    counter counter1(.clk(Clk), .rst(rst_OR), .increment(rom_out[0]), .load(skip_NAND), .preset_val(decode_out[(log_port_depth-1):0]), .count_out(counter_out[(log_port_depth-1):0]));
    Microtable rom1(.address(counter_out[4:0]), .read_en(en), .data(rom_out));
    assign Control_out = rom_out;
    assign skip_NAND = ~(rom_out[2] & skip);
    assign skip_OR = rom_out[3] | skip;
    assign rst_OR = rst | skip_OR;
endmodule
`timescale 1ns / 1ps
module Microtable(
    address,
    read_en,
    data
    );
    parameter bit_depth  = 8;
    parameter log_port_depth  = 5;
    input [(log_port_depth-1):0] address;
    input read_en;
    output [(bit_depth-1):0] data;
    reg [(bit_depth-1):0] data;
    reg [(bit_depth-1):0] rom [0:(20-1)];
    always @(*)
    begin 
        if(read_en)
            data <= rom[address];
    end
    initial
        begin
            rom[0] = 8'h81;     
            rom[1] = 8'h14;     
            rom[2] = 8'h01;     
            rom[3] = 8'h11;
            rom[4] = 8'hc4;     
            rom[5] = 8'h00;    
            rom[6] = 8'h00;    
            rom[7] = 8'h00;    
            rom[8] = 8'h88;     
            rom[9] = 8'h00;    
            rom[10] = 8'h00;   
            rom[11] = 8'h00;   
            rom[12] = 8'h00;   
            rom[13] = 8'h00;    
            rom[14] = 8'h00;   
            rom[15] = 8'h00;   
            rom[16] = 8'he1;    
            rom[17] = 8'ha1;    
            rom[18] = 8'hc8;    
            rom[19] = 8'h00;
        end    
endmodule
module regmn(								 
        clk_n,
        rst,
        inputs,
        outputs
    );
    parameter bit_depth = 32;				 
    input clk_n;
    input rst;
    input [(bit_depth - 1):0] inputs;
    output [(bit_depth - 1):0] outputs;
	reg [(bit_depth - 1):0] outputs;			 
    always @(posedge clk_n)					 
    begin
        if (rst) 
            outputs <= 0;
        else
            outputs <= inputs;				 
    end
endmodule 
module decoder(
        sel,
        dout
    );
    parameter bit_depth  = 8;
    parameter log_port_depth  = 3;
    input [(log_port_depth - 1):0] sel;
    output [(bit_depth - 1):0] dout;
	integer int_sel;
	reg [(bit_depth - 1):0]dout;
    always @(sel)
    begin
		int_sel = sel;
        dout <= {1'b0};
        dout[int_sel] <= 1'b1;
    end
endmodule 
module counter(
		clk,
		rst,
		increment,
		load,
		preset_val,
		count_out
	);
	parameter bit_depth  = 8;
	input clk;
	input rst;
	input increment;
	input load;
	input [(bit_depth-1):0] preset_val;
	output [(bit_depth-1):0] count_out;
	reg [(bit_depth-1):0] count_out;
	always @(posedge clk) 
		begin 
			if (rst) 
				count_out <= 'b0;
			else if (increment)
				count_out <= count_out + 1;
			else if (load)
				count_out <= preset_val;
			else if (!load && !rst && !increment)
				count_out <= count_out;
		    else 
		        count_out <= 'b0;
		end
endmodule
==> design/flow/run.sh <==
#!/bin/bash
# OpenROAD 26Q1-2900-gdf79404cd8, Yosys 0.63+post, stock flow scripts
make -C /OpenROAD-flow-scripts/flow DESIGN_CONFIG=/design/flow/config.mk WORK_HOME=/design/flow/orfs finish
==> design/flow/config.mk <==
export PLATFORM = sky130hd
export DESIGN_NAME = ISA
export DESIGN_NICKNAME = ISA
export VERILOG_FILES = /design/flow/design.v
export SDC_FILE = /design/flow/constraint.sdc
export NUM_CORES = 4
export LEC_CHECK = 1
export CORE_AREA = 10 10 94 94
export DIE_AREA = 0 0 104 104
==> design/flow/constraint.sdc <==
current_design ISA

set clk_period 2.5
set clk_io_pct 0.2

create_clock -name clk0 -period $clk_period [get_ports {Clk}]

set non_clock_inputs [all_inputs -no_clocks]
set_input_delay [expr $clk_period * $clk_io_pct] -clock clk0 $non_clock_inputs
set_output_delay [expr $clk_period * $clk_io_pct] -clock clk0 [all_outputs]
==> flow_summary.rst <==
Run summary
-----------

.. list-table::
   :header-rows: 1

   * - Metric
     - Value
   * - DP HPWL
     - 1400 um
   * - Worst endpoint required time
     - about 2600 ps
   * - 1st-iter DRT viols
     - about 70
   * - Seq cells post-synth
     - 22
   * - Number of warnings printed during yosys synthesis
     - 4
   * - Cells along the critical path
     - inv_1 > ha_1 > ha_1 > nor4b_2 > a31o_1 > nand2_2 > inv_2 > nand2_1 > a2111oi_2
   * - Average via count per standard cell
     - about 3.2
   * - Cts bufs inserted
     - 3
   * - Most used DFF post-synth
     - sky130_fd_sc_hd__dfxtp_1
   * - Time the worst path needs with I/O delays and setup
     - 2150 ps
   * - Most frequent logic cells in the routed design
     - sky130_fd_sc_hd__dfxtp_1 (15), sky130_fd_sc_hd__clkdlybuf4s50_1 (13), sky130_fd_sc_hd__dlxtp_1 (7)
   * - Maximum net fanout on the critical path
     - 6
   * - Fmax
     - approximately 0.46 GHz
   * - Crit. End Element
     - flip-flop
   * - Most common logic cell in the routed design
     - sky130_fd_sc_hd__dfxtp_1
   * - Total Negative Setup Slacks
     - 0 ps
   * - Net switching component of the power
     - between 100 and 150 uW
   * - P_leak
     - 0.419 nW
   * - Instance count after placement with tap cells included
     - approximately 190
   * - Growth of design area from synthesis to finish
     - 31.7%
   * - Final Max Slew Viols
     - 0
   * - Combinational power share
     - roughly an eighth
   * - Cell variety after synth
     - 39
   * - Gpl congestion
     - about 0.76
   * - Cell repeated most along the worst path
     - sky130_fd_sc_hd__ha_1
   * - Global-route wire length before repair
     - 2930 um
   * - Root buffer cell
     - sky130_fd_sc_hd__clkbuf_8
   * - Standard-cell rows
     - 30
   * - CP arrival
     - 2300 ps
   * - Critical path class
     - reg2reg
   * - Antenna fix cells
     - 0
   * - Launch point of the critical path
     - reg1.outputs[29]
   * - CTS clk-pin slew, worst paths
     - about 60 ps
   * - Max incr delay on CP
     - between 300 and 400 ps
   * - Setup Skew
     - between 2 and 2.5 ps
   * - Port bufs
     - 13
   * - Class of the tightest hold or removal check
     - reg2reg
   * - Register share of total power
     - 51.3%
   * - Detailed Route WL
     - around 1700 um
   * - Highest ir drop seen on vdd
     - 128 uV
   * - Total I/O pin count
     - ~44
   * - Proportion of layout cells with a drive suffix above 1
     - around 20%
   * - Post-Syn Area
     - between 800 and 900 sq um
   * - Final Non-Filler Cells
     - 194
   * - Setup Fix Bufs, Post-CTS
     - 0
   * - Final worst path period share
     - 86.1%
   * - Number of cells produced by synthesis
     - 84
   * - Clock tree from TritonCTS
     - yes
   * - EDFF count, synth
     - 0
   * - Async set-reset flop share out of synthesis
     - 0%
   * - Max cap viols
     - 0
   * - Routed wire per std cell
     - 8.62 um
   * - Die X-Extent
     - 104 um
   * - RSZ-0062 raised after global routing
     - false
   * - Worst hold slack across all endpoints
     - between 600 and 700 ps
   * - Setup-failing EPs final
     - 0
   * - DRC
     - 0
   * - Per-instance average area after synthesis
     - about 10 sq um
   * - Log Warnings
     - 54
   * - Placeable core area
     - about 7000 sq um
   * - Antenna violations before repair
     - 0
   * - Switch share
     - between 20% and 30%
   * - Gr usage total
     - under 10%
   * - CTS resizes
     - 0
   * - Result of the run
     - completed
   * - Gate family responsible for the most delay along the worst path
     - adder cells
   * - Chip area
     - roughly 11000 sq um
   * - Power per standard cell area
     - about 450 nW/um^2
   * - Number of register pins that no clock reaches
     - 7
   * - Total count of hold-check failures in the final report
     - 0
   * - Number of unconstrained endpoints
     - 14
   * - Die height
     - 104 um
   * - Clk network pwr share
     - a little under two fifths
   * - WP buf/inv
     - 2
   * - Number of cells in Yosys stat
     - 84
   * - Slowest cell on crit path
     - sky130_fd_sc_hd__dfxtp_1
   * - Internal power of the cells
     - ~400 uW
   * - Reg-to-Reg Start
     - reg1.outputs[29]
   * - Total power
     - 517 uW
   * - Hold bufs inserted after CTS
     - 0
   * - Startpoint types
     - flip-flop
   * - Worst Hold Launch
     - counter1.count_out[3]
   * - DR vias
     - around 600
   * - CTS H-Tree Depth
     - 1
   * - Maximum count of clock buffers along a single path
     - 2
   * - DR pass1 iterations
     - 4
   * - Largest net degree at the start of global routing
     - 12
   * - Clock insertion delay at the later pin of the skew report
     - ~240 ps
   * - Remaining global-route overflow
     - 0
   * - Chip area line of the yosys report
     - roughly 860 sq um
   * - Via count of the first global-routing pass
     - around 620
   * - FP Util
     - roughly an eighth
   * - Antenna viol nets, final
     - 0
-- final cells by class --
type                    instances  area [sq um]
well taps                      96           120
inverters                       7          27.5
repair buffers                 13           130
multi-input cells              52           408
clock buffers                   3          41.3
fillers                       776          5690
flip-flops and latches         22           405
clock inverters                 1          5.00
-- synth_stat cells (2+ instances only) --
cell                      instances  area, sq um
sky130_fd_sc_hd__a21oi_1          2         10.0
sky130_fd_sc_hd__a21oi_2          2         17.5
sky130_fd_sc_hd__buf_4            3         22.5
sky130_fd_sc_hd__dfxtp_1         15          300
sky130_fd_sc_hd__dlxtp_1          7          105
sky130_fd_sc_hd__ha_1             3         37.5
sky130_fd_sc_hd__inv_1            5         18.8
sky130_fd_sc_hd__nand2_1          6         22.5
sky130_fd_sc_hd__nand3_1          3         15.0
sky130_fd_sc_hd__nand4_1          3         18.8
sky130_fd_sc_hd__nor2_1           2         7.51
sky130_fd_sc_hd__nor2b_1          4         25.0
sky130_fd_sc_hd__nor3_1           2         10.0
sky130_fd_sc_hd__or3_1            2         12.5
-- logic make-up (layout without fill, tap and decap cells) --
kind of cell	Yosys count	after routing	synth area share, %
AOI/OAI and AO/OA	13	13	14.8
xor gates and xnor gates	2	2	2.03
adders and majority gates	3	3	4.35
buffers and inverters	10	24	5.80
DFF	15	15	34.8
latches	7	7	12.2
muxes	2	2	2.46
other	1	1	0.434
and+or+nand+nor	31	31	23.2
-- power by group through the flow --
| stage | clock network, mW | registers, mW | logic [mW] |
|---|---|---|---|
| 4_1_cts | 0.198 | 0.265 | 0.0622 |
| 5_1_grt | 0.214 | 0.267 | 0.0680 |
| 6_report | 0.191 | 0.265 | 0.0607 |
-- routing by layer --
metal,GRT usage [%],wire length (um)
met5,0,0
met4,0.994,40
met2,6.31,979
met3,0.125,23
met1,3.39,628
-- worst paths after layout --
check                                to  slack, ps  depth (start not counted)
setup / recovery              flip-flop        350                          9
hold / removal    counter1.count_out[3]        620                          2
setup reg to reg              flip-flop        350                          9
hold reg to reg   counter1.count_out[3]        620                          2
-- per-stage QoR --
step	utilization, %	area, sq um	worst slack (ps)
after floorplan	-	863	526
after global placement	16.0	1090	232
after detailed placement	16.0	1090	229
after CTS	16.6	1140	319
after global routing	16.6	1140	120
final	16.6	1140	346
-- worst min-delay path, delay by kind of cell (launching register included) --
family	cells	cell delay (ps)
DFF	1	320
AOI/OAI and AO/OA	1	140
and+or+nand+nor	1	110
Power is estimated from default activity; no workload was simulated.
